File: /design/flow/config.mk
export PLATFORM = sky130hd
export DESIGN_NAME = Slow_Clock
export DESIGN_NICKNAME = Slow_Clock
export VERILOG_FILES = /design/flow/design.v
export SDC_FILE = /design/flow/constraint.sdc
export NUM_CORES = 4
export LEC_CHECK = 1
export CORE_AREA = 10 10 87 87
export DIE_AREA = 0 0 97 97
File: /design/flow/constraint.sdc
current_design Slow_Clock

set clk_period 4.1
set clk_io_pct 0.2

create_clock -name clk0 -period $clk_period [get_ports {clock}]

set non_clock_inputs [all_inputs -no_clocks]
set_input_delay [expr $clk_period * $clk_io_pct] -clock clk0 $non_clock_inputs
set_output_delay [expr $clk_period * $clk_io_pct] -clock clk0 [all_outputs]
File: /design/flow/design.v
module Slow_Clock(clock, divided_Clock, clock_Count );
input clock;
output reg divided_Clock;
output reg [25:0]clock_Count;
always@(posedge clock) 
	begin
	clock_Count <= clock_Count + 1;
	if (clock_Count == 250000)
		begin
		clock_Count <= 0;
		divided_Clock <= !divided_Clock;
		end
	end
endmodule
File: /design/flow/run.sh
#!/bin/bash
# OpenROAD 26Q1-2900-gdf79404cd8, Yosys 0.63+post, stock flow scripts
make -C /OpenROAD-flow-scripts/flow DESIGN_CONFIG=/design/flow/config.mk WORK_HOME=/design/flow/orfs finish
==> run summary <==
impl run done, here's what came out: outcome complete, no violations, dpl ws 2.29 ns, Max Freq 471 MHz, crit path DRT between 3 and 4 ns, Min Hold Slack 0.510 ns, Pre-antenna DRT Iters 4, instance count on the critical path 1, delay of the slowest critical-path stage 0.54 ns, Worst Hold Depth 1, Post-synth ARST share 0%, Core Box Area 5640 um^2, Final setup viols 0, worst flop-to-flop path startpoint clock_Count[12], initial antenna violation count 0, largest net degree at the start of global routing 17, worst-margin pin slew 0.409 ns, Routability Congestion approximately 0.81, combinational power share 0%, area grow syn2layout 33.8%, yosys stat area 1220 um^2, Seq pwr share between 60% and 70%, Psw roughly 0.084 mW, Design Area, Final roughly 1600 um^2, chip area between 9000 and 10000 um^2, final worst-path cycle share roughly half, Worst Skew between 0.005 and 0.006 ns, Post-synth EDFFs 1, CTS tree done, Hold Crit Class flip-flop to flip-flop, synthesized area roughly 1200 um^2, clk ins delay skew pair 0.27 ns, cell family with most CP delay buffers and inverters, Unique masters post-synth 33, leakage power around 0.56 nW, setup TNS 0 ns, crit-path cells clkdlybuf4s50_1, Antenna diodes 0, CTS Sinks 27, Critical Path Source Type flip-flop, Clock Power Share 36.8%, Critical path buffers and inverters 1, I/O Buffers 27, Final Max-Slew Violation Tally 0, hpwl dp around 2200 um, # Cells Yosys between 100 and 150, Setup Buffers After CTS 0, number of global-route vias before repair about 940, RR Endpoint divided_Clock, H-tree Lvls 1, fraction of layout instances using a drive strength above 1 about 10%, Detail Route Antenna Nets 0, Max VDD drop around 0.18 mV, placed cells 222, number of OpenROAD warnings 26, launch point of the worst hold path clock_Count[25], Crit Path Max Fanout 8, Init Core Util a little over a fifth, final core occ between 20% and 30%, die height between 90 and 100 um, Yosys reg bits 27, Vias 957, final cell count without fillers 226, die width between 90 and 100 um, Cells after Synth approximately 120, Commonest flop dfxtp_1, CTS buffer count 3, global-route wire length before repair roughly 5000 um, Internal Power roughly 0.33 mW, vias per cell roughly 4.2, Hold Path Sink clock_Count[25], Iteration-0 DRC Markers ~54, DRC errors left 0, Power per Cell Area around 260 nW/um^2, CP Capture Type primary output, final setup margin 1.98 ns, I/O pin total 28, Worst EP arrival ~1.3 ns, r2r setup slk 2.37 ns, MaxCap Viol Count 0, placed cell area 1580 um^2, Slew headroom between 70% and 80%, Total Routing Usage GR under 10%, row count 27, crit path time final roughly 2.1 ns, hold buffer count at CTS 0, CTS resizes 0, R2R depth 4, CTS Root Cell clkbuf_8, Clk pin slew, worst setup/hold paths 0.10 ns, endpoints failing hold 0, kind of critical path flip-flop to primary output, Avg Cell Area, Syn between 9 and 10 um^2, Sw Share 20.2%, Seq share, synth a little under half, Max Root-Sink Buffers 2, grt ovf 0, DR WL/cell approximately 13 um, Critical Path Slowest Stage Cell clkdlybuf4s50_1, Total Routed Length between 2000 and 3000 um, Synth warnings 1, total power 0.417 mW, RSZ-0062 raised after global routing no
-- layout make-up --
| type | instances | area [um^2] |
|---|---|---|
| inverters | 5 | 18.8 |
| clock inverters | 1 | 7.51 |
| repair buffers | 28 | 278 |
| clock buffers | 3 | 41.3 |
| flip-flops and latches | 27 | 551 |
| well taps | 72 | 90.1 |
| fillers | 594 | 4010 |
| multi-input cells | 90 | 642 |
-- sequential cells by signal (all words and copies together) (netlist names) --
name and flops:
clock_Count 26, divided_Clock 1
-- worst max path at each step --
stage         slack (ns)               to       startpoint
CTS                 1.98  clock_Count[11]  clock_Count[11]
global route        1.89  clock_Count[11]  clock_Count[11]
finish              1.98   clock_Count[7]   clock_Count[7]
-- metal layers --
layer  GRT usage (%)  share of wire [%]
met1            9.18                 53
met2            8.38                 39
met3            2.65                7.6
met4           0.225                  0
met5               0                  0
-- layout by cell type, fill, tap and decap left out, types with 2 or more instances in the layout --
master / instances
inv_1: 5
xor2_1: 7
nor4_1: 6
clkdlybuf4s50_1: 27
xnor2_1: 15
nand4_1: 9
ha_1: 2
and2_1: 2
nand2_1: 6
clkbuf_8: 3
nor4b_1: 2
dfxtp_1: 26
nor4b_2: 2
nor2_1: 10
nand3_1: 11
-- synthesized netlist by cell type (2+ instances only) --
| cell | n | area, um^2 |
|---|---|---|
| inv_1 | 5 | 18.8 |
| nand2_1 | 6 | 22.5 |
| and2_1 | 2 | 12.5 |
| dfxtp_1 | 26 | 521 |
| nor2_1 | 10 | 37.5 |
| nand4_1 | 9 | 56.3 |
| nand3_1 | 11 | 55.1 |
| xnor2_1 | 15 | 131 |
| nor4_1 | 6 | 37.5 |
| nor4b_1 | 2 | 17.5 |
| ha_1 | 2 | 25.0 |
| xor2_1 | 7 | 61.3 |
| nor4b_2 | 2 | 30.0 |
-- kinds of logic after synthesis --
kind of cell	after synthesis	synth area share [%]
adders and majority gates	2	2.06
buffers and inverters	6	1.95
xor gates and xnor gates	22	15.8
AOI/OAI and AO/OA	4	2.16
and+or+nand+nor	62	32.7
DFF	27	45.3
-- power groups by stage --
stage         Clock (mW)  Combinational, mW  Sequential, mW
finish             0.153        0.000000313           0.263
CTS                0.159        0.000000313           0.263
global route       0.171        0.000000313           0.263
Power and IR drop assume default switching activity.
