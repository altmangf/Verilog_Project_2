### ./run.sh
#!/bin/bash
# OpenROAD 26Q1-2900-gdf79404cd8, Yosys 0.63+post, stock flow scripts
make -C /OpenROAD-flow-scripts/flow DESIGN_CONFIG=/design/flow/config.mk WORK_HOME=/design/flow/orfs finish
### ./config.mk
export PLATFORM = sky130hd
export DESIGN_NAME = Project_2_TOP
export DESIGN_NICKNAME = Project_2_TOP
export VERILOG_FILES = /design/flow/design.v
export SDC_FILE = /design/flow/constraint.sdc
export NUM_CORES = 4
export LEC_CHECK = 1
export CORE_UTILIZATION = 30
### ./constraint.sdc
current_design Project_2_TOP

set clk_period 5.4
set clk_io_pct 0.2

create_clock -name clk0 -period $clk_period [get_ports {MAX10_CLK1_50}]

set non_clock_inputs [all_inputs -no_clocks]
set_input_delay [expr $clk_period * $clk_io_pct] -clock clk0 $non_clock_inputs
set_output_delay [expr $clk_period * $clk_io_pct] -clock clk0 [all_outputs]
### ./design.v
module BCD_counter (Clock, Reset, Clear, ENABLE, BCD3, BCD2, BCD1, BCD0);
input Clock, Reset, Clear, ENABLE;
output reg [3:0] BCD3, BCD2, BCD1, BCD0;
always @(posedge Clock)
	begin
		if (Clear || Reset)
			begin
			BCD3 <= 0;
			BCD2 <= 0;
			BCD1 <= 0;
			BCD0 <= 0;
			end
		else if (ENABLE)
			if (BCD0 == 4'b1001)
			begin
				BCD0 <= 0;
				if (BCD1 == 4'b1001)
				begin
					BCD1 <= 0;
					if (BCD2 == 4'b1001)
					begin	
						BCD2 <= 0;
						if (BCD3 ==4'b1001)
						begin	
							BCD3 <= 0;
						end
						else
						BCD3 <= BCD3 +1;
					end
					else
					BCD2 <= BCD2 +1;	
				end		
				else
				BCD1 <= BCD1 + 1;
			end
			else
			BCD0 <= BCD0 + 1;
	end
endmodule
module BCD_decoder(BCDIn0, BCDIn1, BCDIn2, BCDIn3, HEX0, HEX1, HEX2, HEX3);
	input  [3:0]BCDIn0;
	input  [3:0]BCDIn1;
	input  [3:0]BCDIn2;
	input  [3:0]BCDIn3;
	output reg[6:0]HEX0;
	output reg[6:0]HEX1;
	output reg[6:0]HEX2;
	output reg[6:0]HEX3;
	always @(BCDIn0, BCDIn1, BCDIn2, BCDIn3)
		begin
		case (BCDIn0)
			4'b0000: HEX0 = 7'b1000000;	 
			4'b0001: HEX0 = 7'b1111001;	 
			4'b0010: HEX0 = 7'b0100100;	 
			4'b0011: HEX0 = 7'b0110000;	 
			4'b0100: HEX0 = 7'b0011001;	 
			4'b0101: HEX0 = 7'b0010010;	 
			4'b0110: HEX0 = 7'b0000010;	 
			4'b0111: HEX0 = 7'b1111000;	 
			4'b1000: HEX0 = 7'b0000000;	 
			4'b1001: HEX0 = 7'b0010000;	 
		endcase
		case (BCDIn1)
			4'b0000: HEX1 = 7'b1000000;	 
			4'b0001: HEX1 = 7'b1111001;	 
			4'b0010: HEX1 = 7'b0100100;	 
			4'b0011: HEX1 = 7'b0110000;	 
			4'b0100: HEX1 = 7'b0011001;	 
			4'b0101: HEX1 = 7'b0010010;	 
			4'b0110: HEX1 = 7'b0000010;	 
			4'b0111: HEX1 = 7'b1111000;	 
			4'b1000: HEX1 = 7'b0000000;	 
			4'b1001: HEX1 = 7'b0010000;	 
		endcase
		case (BCDIn2)
			4'b0000: HEX2 = 7'b1000000;	 
			4'b0001: HEX2 = 7'b1111001;	 
			4'b0010: HEX2 = 7'b0100100;	 
			4'b0011: HEX2 = 7'b0110000;	 
			4'b0100: HEX2 = 7'b0011001;	 
			4'b0101: HEX2 = 7'b0010010;	 
			4'b0110: HEX2 = 7'b0000010;	 
			4'b0111: HEX2 = 7'b1111000;	 
			4'b1000: HEX2 = 7'b0000000;	 
			4'b1001: HEX2 = 7'b0010000;	 
		endcase
		case (BCDIn3)
			4'b0000: HEX3 = 7'b1000000;	 
			4'b0001: HEX3 = 7'b1111001;	 
			4'b0010: HEX3 = 7'b0100100;	 
			4'b0011: HEX3 = 7'b0110000;	 
			4'b0100: HEX3 = 7'b0011001;	 
			4'b0101: HEX3 = 7'b0010010;	 
			4'b0110: HEX3 = 7'b0000010;	 
			4'b0111: HEX3 = 7'b1111000;	 
			4'b1000: HEX3 = 7'b0000000;	 
			4'b1001: HEX3 = 7'b0010000;	 
		endcase
		end
endmodule
module clock_Divider(clock, divided_Clock, clock_Count );
parameter q = 25000;
input clock;
output reg divided_Clock;
output reg [25:0]clock_Count;
always@(posedge clock) 
	begin
	clock_Count <= clock_Count + 1;
	if (clock_Count == q)
		begin
		clock_Count <= 0;
		divided_Clock <= !divided_Clock;
		end
	end
endmodule
module LFSR(CLK1, LFSROutput);
input CLK1;
output reg [7:0] LFSROutput = 8'b11111111;
wire FEEDBACK = LFSROutput[7];
always @(posedge CLK1)
begin
  LFSROutput[0] <= FEEDBACK;
  LFSROutput[1] <= LFSROutput[0];
  LFSROutput[2] <= LFSROutput[1];
  LFSROutput[3] <= LFSROutput[2] ^ FEEDBACK; 
  LFSROutput[4] <= LFSROutput[3] ^ FEEDBACK;
  LFSROutput[5] <= LFSROutput[4] ^ FEEDBACK;
  LFSROutput[6] <= LFSROutput[5] ^ FEEDBACK;
  LFSROutput[7] <= LFSROutput[6];
end
endmodule
module Project_2_TOP
(
	MAX10_CLK1_50,
	MAX10_CLK2_50,
	LEDR,
	HEX0,
	HEX1,
	HEX2,
	HEX3,
	HEX4,
	HEX5,
	KEY,
	SW
);
input			MAX10_CLK1_50;					 
input			MAX10_CLK2_50;					 
input	[1:0]	KEY;								 
input	[9:0]	SW;								 
output	[9:0]	LEDR;							 
output	[7:0]	HEX0;							 
output	[7:0]	HEX1;							 
output	[7:0]	HEX2;							 
output	[7:0]	HEX3;							 
output	[7:0]	HEX4;							 
output	[7:0]	HEX5;							 
reg [1:0]CLEAR;								 
wire [1:0]RESET;								 
wire [3:0]BCD0;								 
wire [3:0]BCD1;								 
wire [3:0]BCD2;								 
wire [3:0]BCD3;								 
wire [9:0]divided_Clock;					 
wire [9:0]Slow_Clock;						 
wire [7:0]LFSR_Value;						 
wire [1:0]downCount_Complete;				 
wire [7:0]count;								 
wire [3:0]display3;							 
wire [3:0]display2;							 
wire [3:0]display1;							 
wire [3:0]display0;							 
reg counter_Enable;							 
reg downCounter_Enable;						 
reg [15:0]highScore;							 
reg [15:0]currentScore;						 
reg [2:0]A;										 
reg downCount_Boolean;						 
reg displayState;								 
assign RESET[0] = SW[0];					 
assign HEX0[7] = 1'b1;						 
assign HEX1[7] = 1'b1;						 
assign HEX2[7] = 1'b1;						 
assign HEX3[7] = 1'b0;						 
assign HEX4[7] = 1'b1;						 
assign HEX5[7] = 1'b1;						 
assign HEX4 = 8'b11111111;					 
assign HEX5 = 8'b11111111;					 
assign LEDR[9] = SW[0];						 
assign LEDR[8] = downCounter_Enable;	 
assign LEDR[7] = counter_Enable;			 
assign LEDR[6] = displayState;			 
assign LEDR[5] = downCount_Complete;	 
assign LEDR[4] = downCount_Complete;	 
assign LEDR[3] = downCount_Complete;	 
assign LEDR[2:0] = A[2:0];					 
always@(A, KEY[1], KEY[0], SW[0], downCount_Complete)
begin
	if(SW[0]==1)begin							 
		highScore <= 0;
		A<=3'b000;
		counter_Enable <= 0;
		downCounter_Enable <= 0;
		displayState <= 0;
		highScore <= 16'b1001100110011001;
		end
	if(A == 3'b000 && SW[0] ==1'b0 && KEY[1] == 1'b0)begin
		A <= 3'b001;
		counter_Enable <= 0;
		downCounter_Enable <=0;
		displayState <= 1;
		end
	else if(A == 3'b001 && downCount_Complete == 0 && KEY[0] == 1'b0)begin   
		downCounter_Enable <= 1'b1;
		A <= 3'b010;
		CLEAR[0]=1'b1;							 
		displayState <= 0;
		end
	else if(A == 3'b010 && downCount_Complete == 1)begin
		CLEAR[0]=1'b0;							 
		counter_Enable <= 1;
		downCounter_Enable <=0;
		A <= 3'b011;
		displayState <= 0;
		end
	else if(A == 3'b011 && KEY[0] == 1'b0)begin 
		counter_Enable <= 0;
		downCounter_Enable <=0;
		A <= 3'b000;
		displayState <= 0;	
			if(highScore[15:0] > {BCD3[3:0],BCD2[3:0],BCD1[3:0],BCD0[3:0]})begin
			highScore[15:0] <= {BCD3[3:0],BCD2[3:0],BCD1[3:0],BCD0[3:0]};
			end
		end
end		
display_MUX display_MUX_INST1(displayState, BCD3[3:0], BCD2[3:0], BCD1[3:0], BCD0[3:0], highScore[15:12],highScore[11:8],highScore[7:4], highScore[3:0], display3[3:0], display2[3:0], display1[3:0], display0[3:0]);
BCD_decoder decoder_INST1(display0[3:0], display1[3:0], display2[3:0], display3[3:0], HEX0[6:0], HEX1[6:0], HEX2[6:0], HEX3[6:0]);
BCD_counter BCD_Count_INST1(divided_Clock, RESET, CLEAR, counter_Enable, BCD3, BCD2, BCD1, BCD0);
clock_Divider clk_Div_INST1(MAX10_CLK1_50, divided_Clock);
clock_Divider #(250000) Slow_Clock_INST1(MAX10_CLK1_50, Slow_Clock);
LFSR LFSR_INST1(Slow_Clock, LFSR_Value);
down_Counter down_Counter_INST1(Slow_Clock, LFSR_Value, RESET, downCounter_Enable, count, downCount_Complete);
endmodule
module display_MUX(displayState, BCD3, BCD2, BCD1, BCD0, HS3, HS2, HS1, HS0, Display3, Display2, Display1, Display0);
input displayState;
input  [3:0]BCD0;
input  [3:0]BCD1;
input  [3:0]BCD2;
input  [3:0]BCD3;
input  [3:0]HS0;
input  [3:0]HS1;
input  [3:0]HS2;
input  [3:0]HS3;
output reg[6:0]Display0;
output reg[6:0]Display1;
output reg[6:0]Display2;
output reg[6:0]Display3;
always@(displayState)begin
	if(displayState == 1'b0)begin
		Display3 = BCD3;
		Display2 = BCD2;
		Display1 = BCD1;
		Display0 = BCD0;
		end
	else if(displayState == 1'b1)begin
		Display3 = HS3;
		Display2 = HS2;
		Display1 = HS1;
		Display0 = HS0;
		end
	else begin	
		Display3 = BCD3;
		Display2 = BCD2;
		Display1 = BCD1;
		Display0 = BCD0;
		end
end
endmodule
module down_Counter(clock, random_Number, clear, ENABLE, count, downCount_Complete);
input clock;
input clear;
input ENABLE;
input [7:0]random_Number;
output reg [7:0]count;
output reg [7:0]downCount_Complete;
always@(posedge clock) 
	begin
	if (clear)
	begin
		downCount_Complete <= 1'b0;
		count <= 8'b00000000;
	end
	else if(ENABLE)
	count <= count + 1;
	if (count == random_Number)
		begin
		downCount_Complete <= 1'b1;
		end
	else
		downCount_Complete <= 1'b0;
	end
endmodule
==> job_summary.md <==
## PnR job results

| Metric | Value |
|---|---|
| Slew Limit Fails | `0` |
| Yosys warns | `83` |
| Status | `complete, no violations` |
| Arrival @ worst endpoint | `approximately 2.4 ns` |
| Hold slack | `0.4619 ns` |
| Initial antenna violation count | `0` |
| Largest net degree at the start of global routing | `32` |
| Worst skew pair latency | `around 0.29 ns` |
| First-pass GRT wire length | `16,930 um` |
| Top FF cell, synth | `dfxtp_1` |
| Worst path most repeated cell | `clkdlybuf4s50_1` |
| Chip width | `143.8 um` |
| Finish-stage setup viols | `0` |
| Hold Path Origin | `Slow_Clock_INST1.clock_Count[25]` |
| Yosys synthesis chip area | `6035 um^2` |
| Detail Placement HPWL | `7494 um` |
| Share of cells above drive strength 1 | `0.04300` |
| DRT Pass-1 Iters | `4` |
| R2R cell count | `6` |
| RSZ-0062 raised after global routing | `false` |
| Startpoint Class | `primary input` |
| Endpoints left unconstrained | `~120` |
| Crit path max-delay cell type | `clkdlybuf4s50_1` |
| Die area | `~21,000 um^2` |
| MaxCap Viol Count | `0` |
| # Cells Yosys | `692` |
| Count of tool warnings | `37` |
| Crit path cell chain | `clkdlybuf4s50_1, buf_4, clkdlybuf4s50_1` |
| Critical Path RT | `4.32 ns` |
| DR vias | `4,411` |
| Max_slew headroom | `0.4823` |
| Kind of critical path | `in -> out` |
| Hold buffer count at cts | `0` |
| Post-Synthesis Cells | `692` |
| End point of the worst hold path | `Slow_Clock_INST1.clock_Count[25]` |
| IO buf count | `40` |
| Root Buffer | `clkbuf_16` |
| Core box area | `19,590 um^2` |
| Pwr per Cell Area | `110.9 nW/um^2` |
| Overflow left after global routing | `0` |
| #FFs+latches synth | `137` |
| Fp util | `0.3080` |
| CP peak stage delay | `0.53 ns` |
| Slew @ Worst Pin | `0.7701 ns` |
| Antenna-violating nets left | `0` |
| Crit Reg-Reg Endpoint | `Slow_Clock_INST1.clock_Count[22]` |
| Largest type area fraction | `0.2820` |
| Achievable Freq | `slightly below 300 MHz` |
| CTS tree | `built` |
| All-layer global routing usage | `0.09889` |
| R2R Setup Slk | `about 3.5 ns` |
| Clock-pin slew on the worst setup and hold paths | `0.07 ns` |
| Ports | `72` |
| Max clock buf depth | `2` |
| Area grow syn2layout | `11.71%` |
| Hold Crit Class | `reg -> reg` |
| Post-synth top area cell | `dfxtp_1` |
| Cell variety after synth | `53` |
| H-tree levels | `2` |
| Fin. Hold Viols | `0` |
| VDD IR max | `0.1334 mV` |
| Asr flop ratio synth | `0` |
| Routed len/inst | `between 10 and 15 um` |
| Reg2reg start | `Slow_Clock_INST1.clock_Count[0]` |
| DRC viols | `0` |
| Setup TNS | `0 ns` |
| Top cells by area | `dfxtp_1 (28%), dlxtn_1 (12%), xnor2_1 (8.9%)` |
| Final WL | `9905 um` |
| Worst Setup End Kind | `output port` |
| Worst hold stages | `1` |
| Die Height | `around 140 um` |
| Flip-flops with a built-in enable | `2` |
| Clock Skews | `0.005996 ns` |
| CTS Buf Count | `5` |
| Vias in the first global route | `between 3,000 and 4,000` |
| Cycle use final | `0.6364` |
| Clock period minus worst slack | `approximately 3.4 ns` |
| Inserted Diodes | `0` |
| Num rows | `51` |
| Post-cts gate resize count | `0` |
| Via density per instance | `4.474` |
| Gpl congestion | `0.8294` |
| Syn Area/Cell | `8.720 um^2` |
| Post-CTS Setup Repair Bufs | `0` |
| Initial DRC count | `between 150 and 200` |
| Leak | `2.589 nW` |
| Crit-path max FO | `31` |
| Netlist Area Pre-Place | `6035 um^2` |
| Register pins left without a clock | `83` |
## cell type report
cell class | count | area, um^2
Clock buffer | 5 | 125.1
Clock inverter | 3 | 21.27
Fill cell | 2002 | 12850
Inverter | 32 | 120.1
Multi-Input combinational cell | 499 | 3193
Sequential cell | 137 | 2512
Tap cell | 265 | 331.6
Timing Repair Buffer | 45 | 437.9
## logic make-up (layout without fill, tap and decap cells)
kind of cell,Yosys count,count (layout),synth area share
latches,50,50,0.1244
compound gates,59,59,0.05743
simple gates,288,288,0.2474
mux,30,30,0.05163
buf+inv,75,85,0.06635
flops,87,87,0.2919
fa+ha+maj,21,21,0.04354
xor+xnor,80,80,0.1161
other cells,2,21,0.001245
## worst max-delay path: cells and delay by family
kind | cells | cell delay, ns
buffers and inverters | 3 | 1.28
## power by group
part / switching, W / total (W) / internal, W
clock network: 0.000144 / 0.000316 / 0.000172
registers: 0.00000111 / 0.000404 / 0.000403
logic: 0.0000156 / 0.0000277 / 0.0000121
total: 0.000161 / 0.000748 / 0.000587
## how the worst max path moves through the flow
| stage | start | to | slack (ns) | cells after the start |
|---|---|---|---|---|
| 5_1_grt | SW[0] | LEDR[9] | 1.91 | 3 |
| 6_report | SW[0] | LEDR[9] | 1.96 | 3 |
| 4_1_cts | SW[0] | LEDR[9] | 1.94 | 3 |
## cell usage in the layout (no fill, tap or decap), types with 3 or more instances in the layout
| cell type | n |
|---|---|
| o21ai_1 | 5 |
| o21a_1 | 4 |
| and4_1 | 4 |
| and3_1 | 12 |
| nor2_1 | 86 |
| buf_4 | 5 |
| nor3_1 | 27 |
| dlxtn_1 | 50 |
| nor2b_1 | 8 |
| xnor2_1 | 61 |
| and2_1 | 6 |
| inv_1 | 31 |
| or3_1 | 12 |
| mux2_2 | 3 |
| nand2b_1 | 15 |
| nand2_1 | 44 |
| dfxtp_1 | 85 |
| xor2_1 | 19 |
| nand3_1 | 25 |
| ha_1 | 21 |
| clkdlybuf4s50_1 | 40 |
| conb_1 | 21 |
| a21oi_1 | 23 |
| nor3b_1 | 4 |
| nand4_1 | 18 |
| nor4_1 | 9 |
| clkbuf_16 | 5 |
| mux2i_1 | 25 |
| o22ai_1 | 4 |
| o21ai_0 | 17 |
## state kept, by name (all words and copies together) (netlist names), 2 cells and up
register and count:
decoder_INST1.HEX1 7, LFSR_INST1.LFSROutput 8, down_Counter_INST1.count 8, decoder_INST1.HEX3 7
clk_Div_INST1.clock_Count 26, BCD_Count_INST1.BCD2 4, Slow_Clock_INST1.clock_Count 26, A 2
decoder_INST1.HEX2 7, highScore 16, decoder_INST1.HEX0 7, BCD_Count_INST1.BCD0 4
BCD_Count_INST1.BCD3 4, BCD_Count_INST1.BCD1 4
## cell usage after synthesis (2+ instances only)
library cell,n
nor2_1,86
a21oi_1,23
clkbuf_1,12
nand3_1,25
o21ai_1,5
mux2_2,3
and2_1,6
nor3b_1,4
mux2i_2,2
dlxtn_1,50
ha_1,21
mux2i_1,25
o21ai_0,17
nand3b_1,2
nand2b_1,15
buf_2,2
nor4_1,9
edfxtp_1,2
and4_1,4
nor3_2,2
or3_1,12
nor3_1,27
nor4_2,2
and3_1,12
nand2_1,44
conb_1,2
dfxtp_1,85
nor2b_1,8
o22ai_1,4
buf_4,28
inv_1,31
nor4bb_1,2
xnor2_1,61
or2_2,2
nand4_1,18
o21a_1,4
xor2_1,19
## layer usage
layer,vias to the layer above,part of all wire,global-route usage
met4,0,0.0058,0.006719
met2,52,0.45,0.1635
met5,-,0,0
met3,5,0.023,0.008823
met1,1999,0.52,0.1480
li1,2355,-,-
## stage by stage
step	instance area (um^2)	setup WS, ns	instances	total power, W	utilization
4_1_cts	6741	1.944	986	0.0007559	0.3441
3_5_place_dp	6595	1.951	978	0.0004417	0.3367
2_1_floorplan	6106	3.142	711	0.0004440	-
6_report	6741	1.964	986	0.0007480	0.3441
3_3_place_gp	6595	1.940	978	0.0004513	0.3367
5_1_grt	6741	1.909	986	0.0007747	0.3441
No activity file was given, so power comes from the tool's default toggle rates.
